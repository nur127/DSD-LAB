File: ./config.mk
export PLATFORM = sky130hd
export DESIGN_NAME = adder_subtractor
export DESIGN_NICKNAME = adder_subtractor
export VERILOG_FILES = /design/flow/design.v
export SDC_FILE = /design/flow/constraint.sdc
export NUM_CORES = 4
export LEC_CHECK = 1
export CORE_AREA = 10 10 70 70
export DIE_AREA = 0 0 80 80
File: ./constraint.sdc
current_design adder_subtractor

set clk_period 4.7
set clk_io_pct 0.2

create_clock -name clk0 -period $clk_period

set non_clock_inputs [all_inputs -no_clocks]
set_input_delay [expr $clk_period * $clk_io_pct] -clock clk0 $non_clock_inputs
set_output_delay [expr $clk_period * $clk_io_pct] -clock clk0 [all_outputs]
File: ./design.v
module jk(q,qbar,j,k,clear,clock);
input j,k,clear,clock ; 
output q,qbar ;
wire a,b,y,ybar,c,d,cbar ;
nand(a,j,clock,clear,qbar);
nand(b,clock,k,q);
nand(y,a,ybar);
nand(ybar,clear,y,b);
not(cbar,clock);
nand(c,y,cbar);
nand(d,cbar,ybar);
nand(q,c,qbar);
nand(qbar,clear,d,q);
endmodule 
module updown(q,m,clear,clock);
input m,clear,clock ;
output [2:0] q ;
wire [2:0]qbar ;
wire x,y;
jk JK1 (q[0] , qbar[0],1'b1,1'b1,clear,clock);
xor(x,q[0],m);
jk JK2 (q[1] , qbar[1],1'b1,1'b1,clear,x);
xor(y,q[1],m);
jk JK3 (q[2] , qbar[2],1'b1,1'b1,clear,y);
endmodule
module UP_DOWN_SIMULATION;
	reg m,clear,clock;
    wire [2:0] q ;
    wire [2:0]qbar ;
    wire x,y;
    updown ud (q,m,clear,clock);
    initial 
    clock = 0;
    always #10 clock = ~clock ;
    initial
    begin
        #5 clear = 0;
        #15 clear = 1 ;
    end
    initial
    begin
        m = 1'b0 ;
        #500 m=1'b1 ;
        #500 m = 1'b0 ;
    end
endmodule
module asyn (q ,clear,clock);
input clear , clock ;
output [3:0]q ;
wire [3:0]qbar ;
jk JK1(q[0],qbar[0],1'b1 , 1'b1,clear,clock);
jk JK2(q[1],qbar[1],1'b1 , 1'b1,clear,q[0]);
jk JK3(q[2],qbar[2],1'b1 , 1'b1,clear,q[1]);
jk JK4(q[3],qbar[3],1'b1 , 1'b1,clear,q[2]);
 endmodule
 module modtentest ;
 reg clear ,clock ;
 wire [3:0]q ;
wire [3:0]qbar ;
asyn as (q ,clear,clock);
initial
begin
clear = 0 ;
#5 clear = 1;
end
initial
clock = 0 ;
always #40 clock = ~clock;
always @(negedge clock)
begin
    if(q == 4'b1010)
    begin
        clear = 0 ;
        #20 clear = 1 ;
    end   
end    
 endmodule
 module half_adder(sum,cout,a,b);
input a,b;
output sum,cout;
xor(sum,a,b);
and(cout,a,b);
endmodule
module full_adder(sum,cout,a,b,cin);
input a,b,cin;
output cout ,sum ;
wire w1,w2,w3;
half_adder h1(w1,w2,a,b);
half_adder h2(sum,w3,w1,cin);
or(cout,w2,w3);
endmodule
module adder_subtractor(sum,cout,a,b,cin);
input [3:0] a,b;
output [3:0] sum;
input cin;
output cout ;
wire [3:0] w;
wire c1,c2,c3;
xor(w[0],b[0],cin);
xor(w[1],b[1],cin);
xor(w[2],b[2],cin);
xor(w[3],b[3],cin);
full_adder f1(sum[0],c1,a[0],w[0],cin);
full_adder f2(sum[1],c2,a[1],w[1],c1);
full_adder f3(sum[2],c3,a[2],w[2],c2);
full_adder f4(sum[3],cout,a[3],w[3],c3);
endmodule
module testadder();
reg [3:0] a,b;
wire [3:0] sum;
reg cin;
wire cout ;
adder_subtractor as (sum,cout,a,b,cin);
initial 
begin
 a = 4'b1010 ;b = 4'b0100;cin = 1'b0;
 #40
 a = 4'b1110 ;b = 4'b1100;cin = 1'b0;
 #40
 a = 4'b0111 ;b = 4'b0101;cin = 1'b1;
end
endmodule
module upspractice(q,m,clear,clock);
input m,clear,clock ;
output [2:0]q;
wire[2:0]qbar , w;
jk JK1 (q[0],qbar[0],1'b1,1'b1,clear,clock);
xor(w[0],q[0],m);
jk JK2 (q[1],qbar[1],1'b1,1'b1,clear,w[0]);
xor(w[1],q[1],m);
jk JK3 (q[2],qbar[2],1'b1,1'b1,clear,w[1]);
endmodule
module upstestbanch ();
reg m,clear,clock ;
wire [2:0]q;
wire[2:0]qbar; 
upspractice goribs (q,m,clear,clock);
initial
clock = 0;
always #10 clock = ~clock ;
initial
begin
    clear = 0 ;
    #10 clear = 1;
end
initial
begin
     m = 1'b0 ;
     #250 m = 1'b1 ;
     #250 m = 1'b0 ;
end
endmodule
File: ./run.sh
#!/bin/bash
# OpenROAD 26Q1-2900-gdf79404cd8, Yosys 0.63+post, stock flow scripts
make -C /OpenROAD-flow-scripts/flow DESIGN_CONFIG=/design/flow/config.mk WORK_HOME=/design/flow/orfs finish
==> results_dict.tcl <==
# flow metrics
set metrics [dict create \
    die_area_mm2 0.00640 \
    antenna_found_initial 0 \
    hp-class "in2out" \
    setup_viol 0 \
    cts_setup_buffers 0 \
    cap_violations 0 \
    logic_area_um2 105 \
    tightest_slew_ns 0.232 \
    startpoint_type "primary input" \
    track_usage_pct 1.51 \
    rsz0062_at_grt "no" \
    grt_max_degree 5 \
    area_delta_synth_final_pct 109 \
    power.leakage_uw 0.000122 \
    netlist_instances 17 \
    crit_fanout 4 \
    wl_met3_um 112 \
    warnings 32 \
    yosysWarningCount 0 \
    timing_hold_violations_final 0 \
    rows 21 \
    floorplan.core_util_pct 4.51 \
    detail_route.first_pass.iterations 1 \
    via_per_inst 1.67 \
    grt_pass1_wl_um 745 \
    finalCriticalPeriod_ns 4.35 \
    fillers 411 \
    core_area_mm2 0.00342 \
    cp_slowest_cell "clkdlybuf4s50_1" \
    wl_met2_um 84 \
    vdd_drop_max_mv 0.0547 \
    syn_area_per_cell_um2 9.05 \
    wire_per_inst_um 6.86 \
    drive_gt1_share_pct 0 \
    maxUsedRoutingLayer "met3" \
    wl_met1_um 305 \
    path_buffers 3 \
    clock.fmax_mhz 230 \
    wirelength_um 501 \
    synth.area.top_cells "fa_1 (39%), buf_4 (20%), inv_1 (12%)" \
    criticalPathCategory "in2out" \
    hold_buffers 0 \
    path_cells "clkdlybuf4s50_1 > xnor2_1 > fa_1 > fa_1 > inv_1 > fa_1 > clkdlybuf4s50_1" \
    num_io_pins 14 \
    cp.required_ns 3.76 \
    lay_top_count "clkdlybuf4s50_1" \
    finalPower_uw 39.7 \
    lay_top_cells "clkdlybuf4s50_1 (14), inv_1 (5), fa_1 (3), xnor2_1 (2), xor2_1 (2)" \
    pwr_density_cell_mw_per_mm2 123 \
    grt_pass1_vias 145 \
    flop-count 0 \
    relSlewSlack_pct 84.5 \
    cp-end-kind "output port" \
    crit_family "adder cells" \
    cts_resized 0 \
    seqCellArea_um2 0 \
    gr-total-overflow 0 \
    n_clock_buffer 0 \
    die_w_um 80 \
    top_area_cell "fa_1" \
    drc_errors 0 \
    setup_tns_ns 0 \
    ys_types 6 \
    drt_iter0_drc 0 \
    critPathArrivalTime_ns 3.41 \
    yosys_area_um2 154 \
    utilization_pct 9.41 \
    synth_top_area_share_pct 39.0 \
    synth_area_um2 154 \
    n_antenna_cell 0 \
    cpPeakStageDelay_ns 0.59 \
    status "completed" \
    ant_nets 0 \
    crit_top_cell "fa_1" \
    ys_cells 17 \
    finalClockPeriodUsage_pct 92.6 \
    routabilityCongestion 0.678 \
    route.vias.total 122 \
    die_h_um 80 \
    slew_viol_final 0 \
    synth_seq_share_pct 0 \
    io_buffers 14 \
]
[cell families after synthesis]
| family | share of synthesized area, % |
|---|---|
| XOR/XNOR | 22.8 |
| adder cells (fa/ha/maj) | 39.0 |
| buffers and inverters | 31.7 |
| multiplexers | 6.50 |
[synthesized netlist by cell type]
cell type,count
buf_4,4
fa_1,3
inv_1,5
mux2i_1,1
xnor2_1,2
xor2_1,2
[worst paths after layout]
check | startpoint | to | slack [ns] | cells past startpoint
worst min-delay path | a[0] | sum[0] | 2.84 | 3
worst max-delay path | cin | sum[3] | 0.35 | 7
[layout make-up]
cell class	count	share of cell area, %
repair buffers	14	43.6
inverters	5	5.84
multi-input cells	8	32.7
well taps	46	17.9
[per-stage QoR]
stage	instances	hold WS (ns)	setup slack (ns)	area, µm²
4_1_cts	73	2.86	0.330	322
6_report	73	2.84	0.349	322
3_5_place_dp	73	2.86	0.332	322
3_3_place_gp	73	2.86	0.379	322
5_1_grt	73	2.88	0.233	322
2_1_floorplan	17	1.99	1.35	154
[routing by layer]
layer / track usage (%) / vias up
li1: - / 63
met1: 2.73 / 46
met2: 0.963 / 13
met3: 1.36 / 0
met4: 0 / 0
met5: 0 / -
[power by group]
| group | internal [µW] | switching [µW] |
|---|---|---|
| combinational | 27.2 | 12.4 |
| clock | 0 | 0 |
| sequential | 0 | 0 |
